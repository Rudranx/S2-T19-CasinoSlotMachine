`flow/config.mk`:
```
export PLATFORM = sky130hd
export DESIGN_NAME = rng_system
export DESIGN_NICKNAME = rng_system
export VERILOG_FILES = /design/flow/design.v
export SDC_FILE = /design/flow/constraint.sdc
export NUM_CORES = 4
export LEC_CHECK = 1
export CORE_AREA = 10 10 85 85
export DIE_AREA = 0 0 95 95
```
`flow/constraint.sdc`:
```
current_design rng_system

set clk_period 1.5
set clk_io_pct 0.2

create_clock -name clk0 -period $clk_period [get_ports {clk}]

set non_clock_inputs [all_inputs -no_clocks]
set_input_delay [expr $clk_period * $clk_io_pct] -clock clk0 $non_clock_inputs
set_output_delay [expr $clk_period * $clk_io_pct] -clock clk0 [all_outputs]
```
`flow/design.v`:
```
module LFSR_3bit (input clk,input reset,input enable,input [2:0] seed,output reg [2:0] random_num);
    reg [2:0] lfsr;
    always @(posedge clk or posedge reset) begin
        if (reset) begin
            lfsr <= seed; 
        end else if (enable) begin
            lfsr <= {lfsr[1:0], lfsr[2] ^ lfsr[0]};
        end
    end
    always @(*) begin
        random_num = lfsr;
    end
endmodule
module rng_system (input clk,input reset,input button_press,output reg [2:0] rng1,output reg [2:0] rng2,output reg [2:0] rng3);
    wire clk_enable = button_press;
    wire [2:0] seed1 = 3'b101;
    wire [2:0] seed2 = 3'b110;
    wire [2:0] seed3 = 3'b111;
    reg [3:0] trial_count;
    wire [2:0] rng1_wire;
    wire [2:0] rng2_wire;
    wire [2:0] rng3_wire;
    LFSR_3bit rng_inst1 (.clk(clk),.reset(reset),.enable(clk_enable),.seed(seed1),.random_num(rng1_wire));
    LFSR_3bit rng_inst2 (.clk(clk),.reset(reset),.enable(clk_enable),.seed(seed2),.random_num(rng2_wire));
    LFSR_3bit rng_inst3 (.clk(clk),.reset(reset),.enable(clk_enable),.seed(seed3),.random_num(rng3_wire));
    always @(posedge clk or posedge reset) begin
        if (reset) begin
            trial_count <= 4'd0;
            rng1 <= 3'd0;
            rng2 <= 3'd0;
            rng3 <= 3'd0;
        end
        else if (clk_enable) begin
            if (trial_count == 4'd15 ) begin  
                rng1 <= 3'd7;
                rng2 <= 3'd7;
                rng3 <= 3'd7;
                trial_count <= 4'd0; 
            end else begin
                rng1 <= rng1_wire;
                rng2 <= rng2_wire;
                rng3 <= rng3_wire;
                trial_count <= trial_count + 4'd1;
            end
        end
    end
endmodule
```
`flow/run.sh`:
```
#!/bin/bash
# OpenROAD 26Q1-2900-gdf79404cd8, Yosys 0.63+post, stock flow scripts
make -C /OpenROAD-flow-scripts/flow DESIGN_CONFIG=/design/flow/config.mk WORK_HOME=/design/flow/orfs finish
```
==> Changelog: implementation <==
## Implementation

- Seq share, synth: 0.619
- Core Util, Final: 0.216
- Relative slew slack: 0.819
- Total CTS buffers: 3
- Minimum clock period: 1390 ps
- Yosys Instances: 79
- CP Class: reg -> out
- RSZ-0062 raised after global routing: no
- Full die area: 0.00903 mm²
- # diodes: 0
- Worst r2r dst: rng3[1]
- Critical Path End: rng2[0]
- WP buf/inv: 1
- Io pins: 12
- Area grow syn2layout: 30.9%
- Worst skew pair latency: 250 ps
- CP Depth: 1
- Req. time, crit path: 1200 ps
- Pleak: 0.487 nW
- Placed cell areas: 0.00113 mm²
- Delay-heaviest family, CP: buffers and inverters
- Initial antenna violation count: 0
- Worst slew pin tran: 272 ps
- Final ANT Viol Nets: 0
- Hold Slack: 371 ps
- CTS sink count: 22
- Postcts setup bufs: 0
- Setup TNS: 0 ps
- Drt first-iter violations: 13
- Share of layout cells above drive strength 1: 0.274
- Max Clk Rate: 0.721 GHz
- Worst setup startpoint: rng2[0]
- Crit start category: register
- Power per cell area: 1250 mW/mm²
- Synth Cell Area: 903 µm²
- Final Non-Filler Cells: 167
- Site Rows: 27
- Worst R2R Path Depth: 5
- Worst Hold Class: in -> async
- Cells after synthesis: 79
- Fillers: 600
- GRT Total Usage: 0.0357
- Crit-path cells: clkdlybuf4s50_1
- DRT Wirelength: 1470 µm
- Reg2reg start: trial_count[1]
- Clock root cell: clkbuf_8
- CTS H-tree depth: 1
- Core Box Area: 0.00547 mm²
- WP data arrival: 1090 ps
- Max-slew violations: 0
- Tool Warnings: 25
- Avg WL per Cell: 8.83 µm
- Vias/cell: 3.41
- GRT Residual Overflow: 0
- Yosys Chip Area: 903 µm²
- Inst Count DP: 163
- Most used logic cell in the final layout: nor2_1
- Fin. Hold Viols: 0
- Via count: 569
- Period utilization: 0.924
- Hold_buf cts: 0
- Top cells excl fill/tap: nor2_1 (18), dfrtp_1 (15), clkdlybuf4s50_1 (11)
- Synth cell types: 18
- Max stage delay on crit path: 490 ps
- Hpwl dp: 1040 µm
- Register bit total from synthesis: 22
- Final Setup Violations: 0
- Pre-CTS setup slack: 46.3 ps
- Finished Cell Area: 0.00118 mm²
- Pin count of the biggest net entering global routing: 28
- Fp util: 0.165
- Final setup margin: 114 ps
- TritonCTS clock tree: yes
- Vias in the first global route: 570
- Status: completed
- GPL Wtd Cong: 0.734
- CTS max path bufs: 2
- Die Wd: 95 µm
- Setup crit end kind: output port
- Total power: 1.48 mW
- Yosys warning total: 3
- Syn_area_per_cell: 11.4 µm²
- Peak supply drop: 0.000410 V
- TritonRoute pass-1 iters: 2
- First-pass GRT wire length: 2660 µm
- Clock skew: 1.64 ps
- Flop-to-flop setup slack: 190 ps
- Die H: 95 µm
- DR DRC count: 0
- Slowest stage cell, crit path: clkdlybuf4s50_1
- Max-cap violations: 0
- Worst-path clk slew: 70 ps
- Port bufs: 11
- Max FO, Critical Path: 2
- Cells resized by post-CTS repair: 0
==> flip-flops by register name (all words and copies together) (netlist names) <==
name	flops
trial_count	4
rng1	3
rng2	3
rng3	3
rng_inst1.lfsr	3
rng_inst2.lfsr	3
rng_inst3.lfsr	3
==> final cells by class <==
| class | instances | area, µm² | share of cell area |
|---|---|---|---|
| Clock buffer | 4 | 55.1 | 0.0466 |
| Inverter | 1 | 3.75 | 0.00317 |
| Multi-Input combinational cell | 51 | 307 | 0.259 |
| Sequential cell | 22 | 559 | 0.473 |
| Tap cell | 72 | 90.1 | 0.0762 |
| Timing Repair Buffer | 17 | 168 | 0.142 |
==> power by group <==
| group | internal, mW | switching [mW] | total (mW) |
|---|---|---|---|
| clock network | 0.233 | 0.174 | 0.408 |
| registers | 0.681 | 0.0593 | 0.740 |
| logic | 0.201 | 0.130 | 0.332 |
| total | 1.12 | 0.364 | 1.48 |
==> logic make-up (layout without fill, tap and decap cells) <==
group,count (synthesis),after routing,share of synthesized area
xor+xnor,4,4,0.0388
compound gates,12,12,0.0665
mux,8,8,0.104
flops,22,22,0.619
buf+inv,6,22,0.0415
simple gates,26,26,0.116
fa+ha+maj,1,1,0.0138
==> how the worst min path moves through the flow <==
stage	to	slack [ps]	cells past startpoint
after CTS	trial_count[2]	380	3
after global routing	trial_count[3]	440	3
final	rng1[1]	370	3
==> routing by layer <==
metal,global-route usage,share of wire,vias to the layer above
met5,0,0,-
met4,0.00249,0,0
met3,0.0176,0.096,0
met2,0.0555,0.45,9
met1,0.0460,0.45,271
li1,-,-,289
==> synthesized netlist by cell type <==
master	instances	area [µm²]
nand4_1	1	6.26
inv_1	1	3.75
clkbuf_2	1	5.00
dfrtp_1	15	375
buf_6	1	11.3
xnor2_1	4	35.0
and3_1	1	6.26
o21ai_0	2	10.0
ha_1	1	12.5
mux2_2	7	78.8
nor2_1	18	67.6
nand2_1	5	18.8
a21oi_1	10	50.1
buf_4	1	7.51
nor2_2	1	6.26
buf_2	2	10.0
dfstp_2	7	184
mux2_4	1	15.0
Power is estimated from default activity; no workload was simulated.
